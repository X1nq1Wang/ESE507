File: flow/run.sh
#!/bin/bash
# OpenROAD 26Q1-2900-gdf79404cd8, Yosys 0.63+post, stock flow scripts
make -C /OpenROAD-flow-scripts/flow DESIGN_CONFIG=/design/flow/config.mk WORK_HOME=/design/flow/orfs finish
File: flow/config.mk
export PLATFORM = sky130hd
export DESIGN_NAME = control
export DESIGN_NICKNAME = control
export VERILOG_FILES = /design/flow/design.v
export SDC_FILE = /design/flow/constraint.sdc
export NUM_CORES = 4
export LEC_CHECK = 1
export CORE_AREA = 10 10 98 98
export DIE_AREA = 0 0 108 108
File: flow/constraint.sdc
current_design control

set clk_period 1.9
set clk_io_pct 0.2

create_clock -name clk0 -period $clk_period [get_ports {clk}]

set non_clock_inputs [all_inputs -no_clocks]
set_input_delay [expr $clk_period * $clk_io_pct] -clock clk0 $non_clock_inputs
set_output_delay [expr $clk_period * $clk_io_pct] -clock clk0 [all_outputs]
File: flow/design.v
module mvm4_part1(clk, reset, input_valid, input_ready, input_data, output_valid, output_ready, output_data);
    parameter                   WIDTH = 12;
    input                       clk, reset, input_valid, output_ready;
    input  signed [WIDTH-1:0]   input_data;
    output signed [WIDTH*2-1:0] output_data;
    output                      output_valid, input_ready;
    logic                       clk, reset, wr_en_x, wr_en_w, clear_acc, en_acc;
    logic [1:0]                 addr_x;
    logic [3:0]                 addr_w;
    logic                       last_valid;
    datapath #(12, 4, 16) dp( 
                            .in_data(input_data), .clk(clk), .reset(reset), .addr_x(addr_x), .wr_en_x(wr_en_x), 
                            .addr_w(addr_w), .wr_en_w(wr_en_w), .clear_acc(clear_acc), .en_acc(en_acc),
                            .out_data(output_data), .last_valid(last_valid));
    control #(12, 4, 16) ctrl(
                            .clk(clk), .reset(reset), .in_valid(input_valid), .out_ready(output_ready),
                            .addr_x(addr_x), .wr_en_x(wr_en_x),     
                            .addr_w(addr_w), .wr_en_w(wr_en_w),     
                            .clear_acc(clear_acc), .en_acc(en_acc), 
                            .in_ready(input_ready), .out_valid(output_valid), .last_valid(last_valid));
endmodule
module datapath(in_data, clk, reset, addr_x, wr_en_x, addr_w, wr_en_w, clear_acc, en_acc, out_data, last_valid);
    parameter                           WIDTH = 12, X_SIZE = 4, W_SIZE = 16; 
    localparam                          LOGSIZE_X=$clog2(X_SIZE);
    localparam                          LOGSIZE_W=$clog2(W_SIZE);
    input                               clk, reset, wr_en_x, wr_en_w, clear_acc, en_acc;
    input signed [WIDTH-1:0]            in_data;
    input [LOGSIZE_X-1:0]               addr_x;
    input [LOGSIZE_W-1:0]               addr_w;
    output logic signed [WIDTH*2-1:0]   out_data;
    output logic                        last_valid;
    logic                           acc_clr;            
    logic signed [WIDTH-1:0]        w_in;               
    logic signed [WIDTH-1:0]        x_in;               
    logic signed [WIDTH*2-1:0]      mac_out;            
    logic                           mac_out_valid;      
    logic [2:0]           mac_delay_count;  
    memory #(WIDTH, X_SIZE) vector(.clk(clk), .data_in(in_data), .addr(addr_x), .wr_en(wr_en_x), .data_out(x_in));
    memory #(WIDTH, W_SIZE) matrix(.clk(clk), .data_in(in_data), .addr(addr_w),  .wr_en(wr_en_w), .data_out(w_in));
    mac mc(.clk(clk), .reset(acc_clr), .a(w_in), .b(x_in), .valid_in(en_acc), .f(mac_out), .valid_out(mac_out_valid));   
    always_comb begin
        acc_clr = reset || clear_acc;
    end
    always_ff @(posedge clk) begin
        if(mac_out_valid && mac_delay_count == 1)
            out_data <= mac_out;
        else
            out_data <= out_data;
    end
    always_ff @(posedge clk) begin
        if(mac_out_valid && mac_delay_count == 1)  
            last_valid <= 1;
        else if (en_acc == 1)                      
            last_valid <= 0;    
        else 
            last_valid <= last_valid;
    end
    always_ff @(posedge clk) begin
        if(reset == 1 || en_acc == 1)                  
            mac_delay_count <= 0;
        else if (mac_delay_count < 2) 
            mac_delay_count <= mac_delay_count + 1;
        else
            mac_delay_count <= mac_delay_count;
    end
endmodule
module control(clk, reset, in_valid, out_ready, addr_x, wr_en_x, addr_w, wr_en_w, clear_acc, en_acc, in_ready, out_valid, last_valid);
    parameter                     WIDTH = 12, X_SIZE = 4, W_SIZE = 16; 
    localparam                    LOGSIZE_X=$clog2(X_SIZE);
    localparam                    LOGSIZE_W=$clog2(W_SIZE);
    localparam                    NUM_ACC=X_SIZE - 1;
    localparam                    NUM_OUTPUT = W_SIZE / X_SIZE - 1;
    input                         clk, reset, in_valid, out_ready;
    output                        wr_en_x, wr_en_w;
    output                        clear_acc;
    output logic                  en_acc; 
    output logic [LOGSIZE_X-1:0]  addr_x;
    output logic [LOGSIZE_W-1:0]  addr_w;
    output                        in_ready, out_valid;
    input                         last_valid; 
    logic [2:0]             state, next_state;
    logic [3:0]             acc_count;           
    logic [3:0]             output_count;        
    logic [LOGSIZE_W:0]     addr_count_w;        
    logic [LOGSIZE_X:0]     addr_count_x;        
    always_ff @(posedge clk) begin
        if(reset)
            state <= 0;
        else
            state <= next_state;
    end
    always_comb begin
        next_state = state;
        if(state == 0) begin
            if(in_valid == 1)
                next_state = 1;
            else
                next_state = 0;
        end
        else if (state == 1) begin
            if (addr_count_w < W_SIZE)
                next_state = 1;
            else
                next_state = 2;
        end
        else if(state == 2) begin
            if (addr_count_x < X_SIZE)
                next_state = 2;
            else
                next_state = 3;
        end
        else if (state == 3) begin
            if(acc_count < NUM_ACC)
                next_state = 3;
            else
                next_state = 4;
        end
        else if (state == 4) begin
            if (out_ready == 1 && last_valid == 1) begin
                if(output_count < NUM_OUTPUT)
                  next_state = 3;
                else
                  next_state = 0;
            end else
              next_state = 4;
        end
    end
    assign clear_acc = (state == 0) || (state == 4 && last_valid == 1)? 1 : 0;
    assign in_ready = (state == 1 && addr_count_w < W_SIZE) || (state == 2 && addr_count_x < X_SIZE)? 1 : 0; 
    assign wr_en_w = (state == 1 && in_valid == 1 && addr_count_w < W_SIZE)? 1 : 0;
    assign wr_en_x = (state == 2) && (in_valid == 1) && (addr_count_x < X_SIZE)? 1 : 0;
    assign out_valid = (state == 4 && last_valid == 1)? 1 : 0;
    always_ff @(posedge clk)begin
        if(state == 0 || (state == 2 && addr_count_x == X_SIZE) || state == 4) begin
            addr_x <= 2'b00;
            addr_count_x <= 3'b000;
        end else if ((state == 2 && in_valid ==1)|| state == 3) begin
            addr_x <= addr_x + 1;
            addr_count_x <= addr_count_x + 1;
        end else begin
            addr_x <= addr_x; 
            addr_count_x <= addr_count_x;
        end
    end
    always_ff @(posedge clk)begin
        if(state == 0 || state == 2) begin
            addr_w <= 4'b0000;
            addr_count_w <= 5'b00000;
        end else if((state==1 && in_valid==1) || state == 3) begin
            addr_w <= addr_w + 1;
            addr_count_w <= addr_count_w + 1;
        end else begin
            addr_w <= addr_w;
            addr_count_w <= addr_count_w;
        end
    end
    always_ff @(posedge clk)begin
        if(state == 0 || state == 4)
            acc_count <= 4'b0000;
        else if(state == 3)
            acc_count <= acc_count + 1;
        else
            acc_count <= acc_count;
    end
    always_ff @(posedge clk)begin
        if(state == 0)
            output_count <= 4'b0000;
        else if(state == 4 && out_ready == 1 && last_valid == 1)
            output_count <= output_count + 1;
        else
            output_count <= output_count;
    end
    always_ff @(posedge clk) begin
        if(state == 3)
            en_acc <= 1;
        else
            en_acc <= 0;
    end
endmodule          
==> results.yml <==
# implementation run metrics
status:
  status: "completed"
final_timing:
  fmax_mhz: 555.9
  finalCritPeriodShare: 0.9469
  setup_viol: 0
  worstMarginPinSlew_ps: 372.4
  final_max_slew_viol_count: 0
  fin_crit_ps: 1799
  fin_hold_ws_ps: 496.8
  hold_viol: 0
  fin_ws_ps: 101.0
  fin_skew_ps: 3.971
  rsz0062_at_grt: "false"
  relSlewSlack: 0.7514
clock_tree:
  cts_buffer_depth: 2
  hold_buffers: 0
  cts_root_buf: "clkbuf_8"
  clkSinkCount: 28
  clock_latency_ps: 270
  cts_tree: "yes"
  htree_levels: 1
  path_clk_slew_ps: 100
  cts_inserted_buffers: 3
die:
  die_h_um: 108
  fp_util: 0.1574
  die_area_um2: 11660
  dieWidth_um: 108
  coreArea_um2: 7647
  pin_count: 17
  rows: 32
critical_path:
  slowest_delay_ps: 480
  cpMaxStageDelayCell: "clkdlybuf4s50_1"
  critPathCaptureType: "primary output"
  cp_max_fo: 5
  cp.arrival_ps: 1420
  crit_required_ps: 1520
  r2r_end: "addr_w[3]"
  crit_type: "flip-flop to primary output"
  r2r_start: "state[4]"
  ff2ff_path_depth: 4
  cp-start-kind: "flip-flop"
  crit_chain: "nand2b_1 > nand2_1 > clkdlybuf4s50_1"
  r2r_slack_ps: 570
routing:
  vias: 944
  routed_via_density: 3.717
  drt_iter0_drc: 36
  wirelength_um: 2405
  firstDrtPassIters: 4
  postRouteAntennaNets: 0
  wl_per_cell_um: 9.469
  drcViolationCount: 0
  num_antenna_cells: 0
power:
  p_clk_frac: 0.357
  p_comb_frac: 0.062
  p_int_uw: 809.9
  swShare: 0.2115
  finalPower_mw: 1.027
  p_leak_nw: 0.5613
  ir_drop_mv: 0.2629
  powerDensity_nw_per_um2: 657.3
  switching_power_uw: 217.3
  p_seq_frac: 0.581
synth:
  common_cells: "28 x dfxtp_1, 13 x a21oi_1, 12 x nor2_1"
  synth_top_area_share: 0.4657
  yosys_cells: 132
  ys_warn_count: 1
  syn-mean-instance-area_um2: 9.119
  netlist_area_um2: 1204
  synthCells: 132
  netlist_top_cells_area: "dfxtp_1 47%, ha_1 6.2%, a21oi_1 5.4%"
  synth_seq_share: 0.4657
  async_flop_share: 0
  most_common_cell: "dfxtp_1"
  synthDistinctLibCells: 27
  yosys_most_used_dff: "dfxtp_1"
  synth-edff-count: 0
  yosysChipArea_um2: 1204
  synth_flops: 28
  synth_area_leader_cell: "dfxtp_1"
placed_design:
  placed_cell_area_um2: 1508
  hpwl_um: 1812
  gp_congestion: 0.7599
  portBuffers: 16
  post-place-ws_ps: -48.02
grt:
  grt_overflow_total: 0
  grt_max_degree: 16
  grt_usage: 0.04095
  antenna_found_initial: 0
  grt_pass1_wl_um: 4050
  grt_pass1_vias: 903
min_path:
  min_to: "state[2]"
  min_path_type: "flip-flop to flip-flop"
  holdPathStages: 2
  hold_start: "addr_count_w[4]"
cells_and_area:
  fillerInstances: 816
  drive_above_1_share: 0.1250
  final_area_um2: 1563
  areaGrowthSynthToFinish_pct: 29.83
run:
  maxCapViolCount: 0
  tool_warnings: 26
-- flip-flops by register name, indices dropped and copies added (netlist names) --
| signal | flops |
|---|---|
| addr_count_w | 5 |
| addr_x | 2 |
| output_count | 4 |
| state | 5 |
| en_acc | 1 |
| addr_count_x | 3 |
| acc_count | 4 |
| addr_w | 4 |
-- power by group through the flow --
stage                 clock [mW]  sequential, mW  combinational [mW]
after CTS                  0.379           0.597              0.0653
after global routing       0.400           0.597              0.0725
final                      0.367           0.596              0.0640
-- how the worst max path moves through the flow --
| stage | start | endpoint | slack, ps | cells after the start |
|---|---|---|---|---|
| final | state[2] | in_ready | 100 | 3 |
| after global routing | state[2] | in_ready | 4 | 3 |
| after CTS | state[2] | in_ready | 80 | 3 |
-- layer usage --
metal,part of all wire,GRT usage
met1,0.46,0.05009
met2,0.45,0.06724
met3,0.078,0.01867
met4,0.0042,0.003817
met5,0,0
-- what timing repair did --
action                     CTS  global route
gates resized                3             0
setup endpoints to repair    3             0
buffers inserted             0             0
-- worst max-delay path, delay by kind of cell (launching register included) --
kind	cells	cell delay (ps)
and+or+nand+nor	2	250
buffers and inverters	1	480
DFF	1	430
-- stage by stage --
stage | cells | TNS (ps) | utilization
2_1_floorplan | 132 | 0 | -
3_3_place_gp | 250 | -142.8 | 0.1972
3_5_place_dp | 250 | -130.8 | 0.1972
4_1_cts | 254 | 0 | 0.2044
5_1_grt | 254 | 0 | 0.2044
6_report | 254 | 0 | 0.2044
-- placed cells by master, fill, tap and decap left out, drive strengths merged, types with 6 or more instances in the layout --
cell type,synthesis,routed
dfxtp,28,28
clkdlybuf4s50,0,14
or3,8,8
nand2,6,6
nor3,6,6
inv,7,7
nor2,12,12
a21oi,15,15
ha,6,6
xor2,6,6
o21ai,9,9
-- layout make-up --
| type | count | area, um2 | share of cell area |
|---|---|---|---|
| repair buffers | 21 | 207.7 | 0.1329 |
| multi-input cells | 92 | 585.6 | 0.3747 |
| inverters | 7 | 26.28 | 0.01681 |
| well taps | 102 | 127.6 | 0.08167 |
| flip-flops and latches | 28 | 560.5 | 0.3587 |
| clock buffers | 4 | 55.05 | 0.03523 |
-- cells by family after synthesis --
group                      Yosys count  share of synthesized area
AOI/OAI and AO/OA                   26                     0.1206
buffers and inverters               12                    0.04990
DFF                                 28                     0.4657
muxes                                5                    0.04158
adders and majority gates            6                    0.06237
and+or+nand+nor                     46                     0.1944
xor gates and xnor gates             9                    0.06549
Power is estimated from default activity; no workload was simulated.
