`/design/flow/constraint.sdc`:
```
current_design part3_mac

set clk_period 17.7
set clk_io_pct 0.2

create_clock -name clk0 -period $clk_period [get_ports {clk}]

set non_clock_inputs [all_inputs -no_clocks]
set_input_delay [expr $clk_period * $clk_io_pct] -clock clk0 $non_clock_inputs
set_output_delay [expr $clk_period * $clk_io_pct] -clock clk0 [all_outputs]
```
`/design/flow/run.sh`:
```
#!/bin/bash
# OpenROAD 26Q1-2900-gdf79404cd8, Yosys 0.63+post, stock flow scripts
make -C /OpenROAD-flow-scripts/flow DESIGN_CONFIG=/design/flow/config.mk WORK_HOME=/design/flow/orfs finish
```
`/design/flow/design.v`:
```
module part3_mac(clk, reset, a, b, valid_in, f, valid_out);
    input clk, reset, valid_in;
    input signed [11:0] a, b;
    output logic signed [23:0] f;
    output logic valid_out;
    logic en_reg;
	logic signed [23:0] product;
	logic signed [23:0] testf;
    always_ff @ (posedge clk) begin
        if(reset)begin
            en_reg <= 0; 
            product <= 0;       
        end
        else if(valid_in) begin
            en_reg <= 1;
            product <= a * b;
        end
        else begin
            en_reg <= 0;
        end
    end
    always_ff @ (posedge clk)begin
        if (reset)begin
            testf <= 0;
        end
        else if (valid_in)begin
            if(f[23]==0 & product[23]==0 & testf[23]==1) begin    
	            testf <= 8388607 + a*b; 
		    	  end
			      else if (f[23]==1 & product[23]==1 & testf[23]==0) begin  
				      testf <= -8388608 + a*b;
			      end
			      else begin 
		   	      testf <= testf + a*b;			
  		      end
        end
    end
    always_ff @ (posedge clk) begin
        if(reset) begin
            f <= 0;
        end
		    else if (en_reg) begin      
			    if(f[23]==0 & product[23]==0 & testf[23]==1) begin    
	          f <= 8388607; 
		    	end
			    else if (f[23]==1 & product[23]==1 & testf[23]==0) begin  
				    f <= -8388608;
			    end
			    else begin 
		   	    f <= testf;			
  		    end
		    end
    end  
    always_ff @ (posedge clk) begin
        if(reset) begin
            valid_out <= 0;
        end
        else if (en_reg) begin
            valid_out <= 1;
        end
        else begin
            valid_out <= 0;
        end
    end
endmodule
```
`/design/flow/config.mk`:
```
export PLATFORM = sky130hd
export DESIGN_NAME = part3_mac
export DESIGN_NICKNAME = part3_mac
export VERILOG_FILES = /design/flow/design.v
export SDC_FILE = /design/flow/constraint.sdc
export NUM_CORES = 4
export LEC_CHECK = 1
export CORE_UTILIZATION = 50
```
==> results.sh <==
# flow metrics
export IMPL_clock_path_buffers=2
export IMPL_clk_latency_ns=0.29
export IMPL_cts_root_buffer="clkbuf_16"
export IMPL_flop_cell="dfxtp_1"
export IMPL_route_detailed_drc=0
export IMPL_core_area_um2=18900
export IMPL_ff_latch_area_um2=1020
export IMPL_cp_num_buf_inv=5
export IMPL_fillers=1815
export IMPL_relSlewSlack_pct=45.3
export IMPL_timing_fmax_mhz=94.0
export IMPL_dp_cells=1434
export IMPL_grt_max_degree=51
export IMPL_dr_pass1_iters=5
export IMPL_max_stage_delay_ns=0.59
export IMPL_hp_start="f[2]"
export IMPL_cts_buffers=5
export IMPL_crit_fanout=10
export IMPL_grt_ovfl_total=0
export IMPL_finalSetupViolCount=0
export IMPL_viasPerCell=5.53
export IMPL_top_logic_kind="adder cells"
export IMPL_synth_warnings=1
export IMPL_area_growth_pct=8.13
export IMPL_grt_first_pass_wirelength_um=38600
export IMPL_finClkSkew_ns=0.00553
export IMPL_worstSetupPathType="primary input to flip-flop"
export IMPL_logic_area_um2=7740
export IMPL_fp_util_pct=51.5
export IMPL_chipArea_um2=20000
export IMPL_fin_crit_ns=10.64
export IMPL_yosys_area_share_simple_pct=18.0
export IMPL_rr_startpoint="testf[0]"
export IMPL_wl_per_cell_um=14.9
export IMPL_largestRegisters="f (24), testf (24)"
export IMPL_cp_required_ns=17.94
export IMPL_cts_hold_buf=0
export IMPL_async_flop_share_pct=0
export IMPL_die_h_um=141
export IMPL_cts_resized=0
export IMPL_tightest_slew_ns=0.820
export IMPL_ys_seq_elements=51
export IMPL_ios=52
export IMPL_fin_crit_sh_pct=60.1
export IMPL_most_common_layout_cells="192 x inv_1, 139 x fa_1, 138 x nand2_1"
export IMPL_rsz0062_at_grt="no"
export IMPL_crit_slowest_cell="clkdlybuf4s50_1"
export IMPL_mux_share_pct=0.630
export IMPL_via_count=7962
export IMPL_drive_above_1_share_pct=3.90
export IMPL_ys_sh_aoi_pct=18.9
export IMPL_yosysChipArea_um2=9730
export IMPL_hp_class="flip-flop to flip-flop"
export IMPL_drt_iter0_drc=293
export IMPL_ant_nets=0
export IMPL_max_cap_viol_count=0
export IMPL_h_tree_depth=2
export IMPL_dp_hpwl_um=17400
export IMPL_yosys_area_share_adder_pct=38.6
export IMPL_fin_hold_ws_ns=0.460
export IMPL_ys_seq_share_pct=10.5
export IMPL_cp_arrival_ns=10.88
export IMPL_grt_pass1_vias=8051
export IMPL_fin_tns_setup_ns=0
export IMPL_critical_path_top_delay_family="adder cells"
export IMPL_gp_congestion=0.942
export IMPL_lay_top_count="inv_1"
export IMPL_log_warning_count=28
export IMPL_path_clk_slew_ns=0.07
export IMPL_grt_util_all_layers_pct=24.9
export IMPL_post_cts_buffers=0
export IMPL_antenna_found_initial=0
export IMPL_numPortBuffers=51
export IMPL_avgSynthCellArea_um2=8.27
export IMPL_synth_cells=1177
export IMPL_start_kind="primary input"
export IMPL_synth_stat_cells=1177
export IMPL_cts_sinks=51
export IMPL_finalInstanceArea_um2=10500
export IMPL_diodes=0
export IMPL_hold_viol=0
export IMPL_rows=50
export IMPL_critPathLaunch="b[11]"
export IMPL_die_w_um=141
export IMPL_routed_wirelength_um=21500
export IMPL_status="finished clean"
export IMPL_xor_share_pct=3.32
export IMPL_syn_cell_area_um2=9730
export IMPL_end_kind="flip-flop"
export IMPL_synth_distinct_cells=85
export IMPL_edf_count=0
export IMPL_utilization_pct=55.7
export IMPL_placed_area_um2=10400
export IMPL_cts_tree="done"
export IMPL_path_common_cell="fa_1"
export IMPL_instances_no_fill=1441
export IMPL_slew_violations=0
-- synth_stat cells, types with 14 or more instances --
cell type | count | area share, %
xnor2_1 | 24 | 2.2
o211ai_1 | 34 | 2.6
fa_1 | 139 | 29
o21ai_0 | 37 | 1.9
nand2_1 | 138 | 5.3
ha_1 | 78 | 10
inv_1 | 192 | 7.4
and2_1 | 56 | 3.6
clkbuf_1 | 51 | 2.0
nor3_1 | 19 | 0.98
nor2_1 | 61 | 2.4
a21o_1 | 14 | 1.1
a21oi_1 | 73 | 3.8
dfxtp_1 | 51 | 10
a211oi_1 | 15 | 1.2
-- worst reg2reg max path, cell delays in order, from the launching register on --
cell and delay [ns]:
dfxtp_1 0.33, ha_1 0.24, fa_1 0.44, a21oi_1 0.26
o2111ai_1 0.21, nand3_1 0.19, a21boi_0 0.15, o221ai_1 0.24
nor2b_1 0.20, xnor2_1 0.08, a221oi_1 0.28, a211oi_1 0.12
-- metrics by stage --
step / setup slack (ns)
floorplan: 7.96
global placement: 6.79
detailed placement: 6.75
CTS: 7.01
global route: 6.50
finish: 7.06
-- cells by family after synthesis --
family / after synthesis
buffers and inverters: 253
muxes: 6
and+or+nand+nor: 352
xor gates and xnor gates: 36
adders and majority gates: 217
DFF: 51
AOI/OAI and AO/OA: 262
-- layer usage --
layer	wire length (um)	GRT usage [%]	up-vias	share of wire (%)
met1	10200	38.3	3904	48
met3	758	3.47	16	3.5
met5	0	0	-	0
met4	211	2.21	0	0.98
met2	10300	40.9	126	48
li1	-	-	3916	-
-- cell type report --
type,count,share of cell area (%)
sequential,51,9.71
clock inverter,2,0.357
clock buffer,5,1.19
tap,260,3.09
timing repair buffer,57,5.23
inverter,193,6.89
multi-input combinational,873,73.5
-- worst paths after layout --
check / to / cells past startpoint / slack, ns
max: testf[23] / 26 / 7.06
min: f[2] / 2 / 0.46
max reg2reg: testf[20] / 11 / 14.84
min reg2reg: f[2] / 2 / 0.46
