==> flow/design.v <==
module mac(clk, reset, a, b, valid_in, f, valid_out);
    input clk, reset, valid_in;
    input signed [11:0] a, b;
    output logic signed [23:0] f;
    output logic valid_out;
    logic en_r;
    logic signed [11:0] a_r, b_r;
    logic signed [23:0] product, acc;
    always_comb begin
        acc = f + a_r*b_r;
        product = a_r*b_r;
    end
    always_ff @(posedge clk)begin
        if(reset) begin
            a_r <= 0;
            b_r <= 0;
        end
        else if(valid_in)begin
            a_r <= a;
            b_r <= b;
        end
        else begin
            a_r <= a_r;
            b_r <= b_r;
        end
    end
    always_ff @ (posedge clk) begin
        if(reset)
            f <= 0;
		else if(en_r == 1)begin      
			if(f[23]==0 & product[23]==0 & acc[23]==1)    
	            f <= 8388607; 
			else if (f[23]==1 & product[23]==1 & acc[23]==0)  
			    f <= -8388608;
			else 
		   	    f <= acc;			
        end
        else
            f <= f;
    end
    always_ff @ (posedge clk) begin
        if(reset)begin
            en_r <= 0;      
        end
        else if(valid_in) begin
            en_r <= 1;
        end
        else begin
            en_r <= 0;
        end
    end
    always_ff @ (posedge clk) begin
        if(reset) begin
            valid_out <= 0;
        end
        else if (en_r) begin
            valid_out <= 1;
        end
        else begin
            valid_out <= 0;
        end
    end
endmodule
==> flow/run.sh <==
#!/bin/bash
# OpenROAD 26Q1-2900-gdf79404cd8, Yosys 0.63+post, stock flow scripts
make -C /OpenROAD-flow-scripts/flow DESIGN_CONFIG=/design/flow/config.mk WORK_HOME=/design/flow/orfs finish
==> flow/config.mk <==
export PLATFORM = sky130hd
export DESIGN_NAME = mac
export DESIGN_NICKNAME = mac
export VERILOG_FILES = /design/flow/design.v
export SDC_FILE = /design/flow/constraint.sdc
export NUM_CORES = 4
export LEC_CHECK = 1
export CORE_UTILIZATION = 50
==> flow/constraint.sdc <==
current_design mac

set clk_period 16.9
set clk_io_pct 0.2

create_clock -name clk0 -period $clk_period [get_ports {clk}]

set non_clock_inputs [all_inputs -no_clocks]
set_input_delay [expr $clk_period * $clk_io_pct] -clock clk0 $non_clock_inputs
set_output_delay [expr $clk_period * $clk_io_pct] -clock clk0 [all_outputs]
==> flow_summary_export.csv <==
group,metric,value,unit
finish,num-fill-cells,1523,
finish,drive_above_1_share,2.80,%
setup_path,rrSetupSlack,9310,ps
placement,post-place-cells,1212,
synthesis,yosys_area,8450,um2
sta,hold-worst-slack,501,ps
synthesis,area_leaders,"fa_1 (33%), dfxtp_1 (12%), ha_1 (11%)",
power_and_ir_drop,clkPwrFrac,18.6,%
setup_path,critical-path-max-stage-delay,510,ps
synthesis,synthArstFlopShare,0,%
setup_path,cp.buffers_inverters,3,
sta,period_minus_slack,7590,ps
synthesis,yosysSeqAreaShare,11.9,%
power_and_ir_drop,power_density,65.6,nW/um2
setup_path,cp_slowest_cell,"fa_1",
synthesis,ys_top_cells_by_count,"inv_1 (179), fa_1 (139), nand2_1 (99), nor2_1 (78), ha_1 (76)",
setup_path,r2r_end,"f[2]",
sta,hold_viol_final,0,
min_path,hold_path_class,"reg -> reg",
clock_network,cts_setup_buffers,0,
min_path,hold_path_end,"f[16]",
sta,finalClockPeriodUsage,44.9,%
global_route,grt_remaining_overflow,0,
die,chipArea,17400,um2
die,fp-utilization,51.1,%
sta,setup-violations-final,0,
min_path,hold_path.startpoint,"f[16]",
die,fp.dieW,132,um
clock_network,clk_latency,310,ps
synthesis,yosysUniqueCellTypes,62,
sta,tightest_slew,636,ps
power_and_ir_drop,switching_share,43.7,%
routing,dr.pass1.iters,5,
routing,vias,6349,
placement,dpl.hpwl,14900,um
power_and_ir_drop,ir_worst_vdd,0.0000542,V
run,maxCapViolations,0,
run,log.warning_count,26,
setup_path,reg2reg_depth,27,
clock_network,root_buffer,"clkbuf_16",
min_path,hold-path-cell-count,2,
synthesis,ys_cells,976,
power_and_ir_drop,p_leak,4.65,nW
synthesis,most_common_cell,"inv_1",
finish,areaGrowthSynthToFinish,9.36,%
setup_path,start_kind,"register",
die,fp.coreArea,16500,um2
setup_path,critPathArrivalTime,7760,ps
synthesis,ff_type,"dfxtp_1",
synthesis,edf_count,0,
power_and_ir_drop,total_power,0.606,mW
routing,diodes,0,
setup_path,cp-end-kind,"register",
sta,maxSlewViolCount,0,
synthesis,synth_cells,976,
outcome,status,"completed",
clock_network,path_clk_slew,80,ps
sta,skew,7.28,ps
power_and_ir_drop,power_frac_comb,56.6,%
sta,rsz0062_at_grt,"false",
routing,drtAntennaViolNets,0,
routing,drc,0,
global_route,antenna_found_initial,1,
setup_path,path_common_cell,"fa_1",
placement,routabilityCongestion,0.881,
setup_path,critPathKind,"reg -> reg",
sta,max_freq,132,MHz
power_and_ir_drop,p_int,0.341,mW
setup_path,r2r-start,"b_r[11]",
synthesis,synth_flops,50,
sta,relSlewSlack,57.6,%
global_route,track_usage,24.1,%
sta,fin_tns_setup,0,ps
routing,route.final.wire_length,18800,um
clock_network,cts.sinks,50,
global_route,grt_pass1_vias,6344,
clock_network,ctsResizeCount,0,
setup_path,path_max_fanout,19,
finish,fin_cells,1220,
setup_path,critPathRequiredTime,17070,ps
die,dieHeight,132,um
synthesis,syn-cell-area,8450,um2
power_and_ir_drop,p_seq_share,24.7,%
synthesis,yosysTopAreaCellShare,32.9,%
setup_path,cpLargestDelayFamily,"adder cells",
routing,wl_per_cell,15.4,um
die,ios,52,
synthesis,syn_area_per_cell,8.65,um2
power_and_ir_drop,p_sw,0.265,mW
global_route,grt_pass1_wl,31400,um
synthesis,ys_warn_count,1,
clock_network,cts_max_level,2,
global_route,grt_max_degree,51,
routing,dr.first_iter.drc_count,284,
synthesis,largest_area_cell,"fa_1",
clock_network,clock_path_buffers,2,
placement,portBuffers,51,
die,rows,47,
clock_network,cts_tree,"yes",
clock_network,cts_hold_buffers,0,
clock_network,numCtsBuffers,5,
routing,routed_via_density,5.20,
-- registers in the layout (all words and copies together) (netlist names) --
signal,flops
b_r,12
f,24
a_r,12
en_r,1
valid_out,1
-- power groups by stage --
stage | registers [mW] | logic, mW | clock network [mW]
global route | 0.152 | 0.388 | 0.122
finish | 0.150 | 0.343 | 0.113
CTS | 0.150 | 0.346 | 0.117
-- worst max path at each step --
stage | end | slack [ps] | cells past startpoint | startpoint
4_1_cts | f[16] | 9320 | 27 | b_r[11]
5_1_grt | f[14] | 8780 | 27 | b_r[11]
6_report | f[2] | 9310 | 27 | b_r[11]
-- layout make-up --
type / count / area [um2] / share of cell area, %
Clock inverter: 3 / 26.3 / 0.284
Timing Repair Buffer: 56 / 538 / 5.82
Tap cell: 220 / 275 / 2.98
Clock buffer: 5 / 125 / 1.35
Inverter: 180 / 676 / 7.32
Sequential cell: 50 / 1000 / 10.8
Multi-Input combinational cell: 706 / 6600 / 71.4
-- cells in the final DEF, fill, tap and decap left out, drive strengths merged, types with 8 or more instances in the layout --
master and count:
o211ai 8, o21ai 17, mux2i 24, nor2 78, clkdlybuf4s50 49, a21oi 45, nand2b 9, a21o 16
dfxtp 50, and2 55, nand2 99, ha 76, nand3 10, xnor2 32, fa 139, nor3 26
o21a 8, inv 181
-- per-stage QoR --
stage	util, %	area (um2)	setup WS [ps]
floorplan	-	8450	10060
finish	55.9	9240	9310
global route	55.9	9240	8780
detailed placement	55.0	9080	9340
CTS	55.9	9240	9320
global placement	55.0	9080	9430
-- routing by layer --
metal | global-route usage, % | part of all wire (%)
met1 | 37.7 | 46
met3 | 4.16 | 4.7
met4 | 2.91 | 1.5
met2 | 38.2 | 48
met5 | 0 | 0
-- worst register-to-register path, cell delays in order, from the launching register on --
cell	delay, ps
dfxtp_1	450
clkinv_1	400
nor2_1	240
fa_1	450
fa_1	510
fa_1	430
fa_1	500
inv_1	60
fa_1	480
inv_1	40
ha_1	330
a21o_1	200
a21oi_1	170
o21bai_1	120
a31oi_1	320
nand2_1	130
o21a_1	180
nor2_1	110
xnor2_1	140
ha_1	330
and3_1	240
a211o_1	260
a21o_1	200
and3b_1	190
o22ai_2	170
nand3_2	420
a31oi_1	300
nor3_1	70
-- cells by family after synthesis --
family,Yosys count,share of synthesized area [%]
buffers and inverters,220,10.1
multiplexers,24,2.84
AND-OR/OR-AND,127,10.1
adder cells (fa/ha/maj),215,44.2
AND/OR/NAND/NOR,301,16.9
flip-flops,50,11.9
XOR/XNOR,39,4.04
Power figures rest on the tool's default switching activity, not on a simulated workload.
