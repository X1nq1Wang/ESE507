**/design/flow/run.sh**
```bash
#!/bin/bash
# OpenROAD 26Q1-2900-gdf79404cd8, Yosys 0.63+post, stock flow scripts
make -C /OpenROAD-flow-scripts/flow DESIGN_CONFIG=/design/flow/config.mk WORK_HOME=/design/flow/orfs finish
```
**/design/flow/config.mk**
```make
export PLATFORM = sky130hd
export DESIGN_NAME = part2_mac
export DESIGN_NICKNAME = part2_mac
export VERILOG_FILES = /design/flow/design.v
export SDC_FILE = /design/flow/constraint.sdc
export NUM_CORES = 4
export LEC_CHECK = 1
export CORE_UTILIZATION = 50
```
**/design/flow/constraint.sdc**
```tcl
current_design part2_mac

set clk_period 12.7
set clk_io_pct 0.2

create_clock -name clk0 -period $clk_period [get_ports {clk}]

set non_clock_inputs [all_inputs -no_clocks]
set_input_delay [expr $clk_period * $clk_io_pct] -clock clk0 $non_clock_inputs
set_output_delay [expr $clk_period * $clk_io_pct] -clock clk0 [all_outputs]
```
**/design/flow/design.v**
```verilog
module part2_mac(clk, reset, a, b, valid_in, f, valid_out);
    input clk, reset, valid_in;
    input signed [11:0] a, b;
    output logic signed [23:0] f;
    output logic valid_out;
    logic signed [11:0] a_reg, b_reg;
    logic en_reg;
    always_ff @ (posedge clk) begin
        if(reset)begin
            a_reg <= 0;
            b_reg <= 0;
            en_reg <= 0;        
        end
        else if(valid_in) begin
            a_reg <= a;
            b_reg <= b;
            en_reg <= 1;
        end
        else begin
            a_reg <= 0;
            b_reg <= 0;
            en_reg <= 0;
        end
    end
    always_ff @ (posedge clk) begin
        if(reset) begin
            f <= 0;
        end
        else if (en_reg) begin
            f <= f + a_reg * b_reg;
        end
    end  
    always_ff @ (posedge clk) begin
        if(reset) begin
            valid_out <= 0;
        end
        else if (en_reg) begin
            valid_out <= 1;
        end
        else begin
            valid_out <= 0;
        end
    end   
endmodule
```
==> Changelog: implementation <==
## Implementation

* Comb area at 6063 um2
* Reg2Reg Depth at 17
* Post-synth seq share at 12.73%
* Minimum clock period at 5728 ps
* Max frequency at 174.6 MHz
* RSZ-0062 raised after global routing: false
* Hold Fails Final Rpt at 0
* Worst R2R End: f[18]$_SDFFE_PP0P_
* Max reg flops at 24
* Fraction of registers with async set or reset after synthesis at 0%
* Reg area at 1001 um2
* DR WL/cell at 14.55 um
* Reg clk slew, reported paths at 70 ps
* Core area at 15260 um2
* R2R Path Start: a_reg[11]$_SDFF_PP0_
* First-pass GRT wire length at 26560 um
* Final Skew at 4.357 ps
* Unique masters post-synth at 50
* Worst-Margin Slew at 646.2 ps
* Critical path class: flip-flop to flip-flop
* FP Rows at 45
* Mapped Cells at 823
* Crit path DAT at 5950 ps
* Crit-path max FO at 12
* CTS Sinks at 50
* Drt first-iter violations at 171
* Post-Layout Cell Count at 1064
* Total gr overflow at 0
* Die Size at 16240 um2
* Ys cells at 823
* Max Root-Sink Buffers at 2
* Startpoint Class: flip-flop
* Most common reg cell: dfxtp_1
* Crit path DRT at 12920 ps
* Late-Pin Clk Latency at 300 ps
* Vias post-DR at 5311
* Fin crit share at 45.10%
* CTS tree: done
* Synthesis area per yosys at 7865 um2
* Post-synth regs at 50
* Syn Std Cell Area at 7865 um2
* Number of enable flip-flop cells at 0
* Vias in the first global route at 5515
* Die height at 127.4 um
* Tool warnings at 26
* Clock root buffer: clkbuf_16
* Layout cells sized above 1 at 3.400%
* Most frequent cells in the layout: inv_1, fa_1, and2_1
* Filler cells at 1318
* Total Routing Usage GR at 22.35%
* Maxcap violations at 0
* Residual DRC at 0
* WHS Endpoint: f[12]$_SDFFE_PP0P_
* Vias per cell at 4.992
* Synth warn at 1
* Type of the most critical hold path: flip-flop to flip-flop
* Final antenna-violating net count at 0
* I/O pin count at 52
* Worst vdd ir at 47.15 uV
* Final Cell Area at 8695 um2
* Initial antenna violation count at 0
* Placed insts at 1056
* Post-cts resize count at 0
* CP Capture Type: flip-flop
* Post-CTS Setup Repair Bufs at 0
* Slew Viols, Final at 0
* Commonest Layout Cell: inv_1
* FF-to-FF setup slack at 6970 ps
* IO Port Bufs at 51
* Power per Cell Area at 58.17 nW/um2
* Inserted Clock Buffers at 5
* Hold Path Stages at 2
* GPL Wtd Cong at 0.8356
* CTS Hold Bufs at 0
* Hold_sp: f[12]$_SDFFE_PP0P_
* Syn avg cell area at 9.557 um2
* Synth-to-layout area growth at 10.55%
* Initial core utilization at 51.55%
* Die width at 127.4 um
* Static Leak at 4.431 nW
* Setup_tns at 0 ps
* Outcome: finished clean
* Routed wire length at 15480 um
* H-tree Lvls at 2
* N_diodes at 0
* 1st-pass router iterations at 4
* Setup violations, final at 0
* DP Wirelength at 13260 um
* Largest net degree at the start of global routing at 36
* Slew margin rel. at 56.79%
* DP Area at 8541 um2
[routing by layer]
| metal | global-route usage, % | routed length, um | up-vias |
|---|---|---|---|
| li1 | - | - | 2523 |
| met2 | 38.12 | 8475 | 91 |
| met5 | 0 | 0 | - |
| met1 | 31.82 | 6062 | 2673 |
| met3 | 3.584 | 507 | 24 |
| met4 | 4.762 | 432 | 0 |
[worst max-delay path: stages, from the launching register on]
cell and delay, ps:
dfxtp_1 580, and2_1 230, inv_1 70, fa_1 890, fa_1 510, inv_1 80
fa_1 440, fa_1 560, fa_1 410, ha_1 280, ha_1 360, a21oi_2 190
o21ai_1 110, a21oi_2 220, nor2_1 100, nor4b_1 250, o21ai_1 100, a311oi_2 260
[synth_stat cells, types with 2 or more instances]
master    count  share of area, %
inv_1       180               8.6
fa_1        160                41
and2_1       89               7.1
nand2_1      81               3.9
ha_1         66                10
dfxtp_1      50                13
clkbuf_1     30               1.4
nor2_1       29               1.4
a21oi_1      14              0.89
mux2i_1      13               1.7
nand2b_1     12              0.95
xnor2_1      11               1.2
xor2_1       10               1.1
a21o_1        8              0.76
o21ai_0       8              0.51
a211oi_1      6              0.57
o21ai_1       5              0.32
o211ai_1      4              0.38
a21oi_2       3              0.33
nand3_1       3              0.19
nor3_1        3              0.19
o22ai_1       3              0.24
or3_1         3              0.24
xnor2_2       3              0.62
o211ai_2      2              0.32
o21a_1        2              0.19
o31ai_1       2              0.19
[metrics by stage]
stage          power (mW)  hold slack [ps]  util [%]  setup WS [ps]
5_1_grt            0.5498            521.2     56.98           6589
3_3_place_gp       0.3656            475.5     55.97           7097
3_5_place_dp       0.3670            483.4     55.97           6996
6_report           0.5058            494.7     56.98           6972
4_1_cts            0.5171            494.1     56.98           6963
2_1_floorplan      0.3107            446.3         -           7357
[kinds of logic (layout without fill, tap and decap cells)]
| kind of cell | count (synthesis) | count (layout) | synth area share, % |
|---|---|---|---|
| AOI/OAI and AO/OA | 70 | 70 | 6.475 |
| xor gates and xnor gates | 24 | 24 | 2.959 |
| adders and majority gates | 226 | 226 | 51.22 |
| buffers and inverters | 213 | 243 | 10.18 |
| DFF | 50 | 50 | 12.73 |
| muxes | 13 | 13 | 1.654 |
| and+or+nand+nor | 227 | 227 | 14.78 |
[cell type report]
class,instances,share of cell area [%]
flip-flops and latches,50,11.51
clock inverters,3,0.3310
inverters,181,7.814
well taps,211,3.036
multi-input cells,560,69.74
repair buffers,54,6.130
clock buffers,5,1.439
[worst max path at each step]
stage	start	to	slack, ps	cells after the start
4_1_cts	a_reg[11]$_SDFF_PP0_	f[22]$_SDFFE_PP0P_	6960	16
6_report	a_reg[11]$_SDFF_PP0_	f[18]$_SDFFE_PP0P_	6970	17
5_1_grt	a_reg[11]$_SDFF_PP0_	f[22]$_SDFFE_PP0P_	6590	17
[power breakdown]
part	internal [mW]	switching (mW)
logic	0.0859	0.0942
clock network	0.0754	0.0702
registers	0.165	0.0150
total	0.326	0.179
Power and IR drop assume default switching activity.
